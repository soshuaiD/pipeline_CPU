## flow/config.mk

```make
export PLATFORM = sky130hd
export DESIGN_NAME = PFU
export DESIGN_NICKNAME = PFU
export VERILOG_FILES = /design/flow/design.v
export SDC_FILE = /design/flow/constraint.sdc
export NUM_CORES = 4
export LEC_CHECK = 1
export CORE_UTILIZATION = 50
```

## flow/design.v

```verilog
`timescale 1ns / 1ps
module PFU(
    input wire[31:0] PCold,
    input wire[15:0] imm_16,
    input wire[25:0] imm_26,
    input wire[31:0] rs_data,
    input wire[3-1:0] PCsrc,
    output wire[31:0] PCnew,
    output wire [31:0] PCplus8
);
assign PCplus8 = PCold + 32'h8;
assign PCnew = (PCsrc == 3'b001)? PCold+32'h4 :
			   (PCsrc == 3'b010) ?{PCold[31:28], imm_26, 2'b00}:
			   (PCsrc == 3'b011)? (PCold+32'h4 + {{14{imm_16[15]}}, imm_16[15:0], 2'b0}):
               (PCsrc == 3'b100)? (PCold+32'h4 + {{4{imm_26[25]}}, imm_26[25:0], 2'b0}):
			   (PCsrc == 3'b101)?rs_data:
			   PCold+32'h4;
endmodule
```

## flow/constraint.sdc

```tcl
current_design PFU

set clk_period 17.4
set clk_io_pct 0.2

create_clock -name clk0 -period $clk_period

set non_clock_inputs [all_inputs -no_clocks]
set_input_delay [expr $clk_period * $clk_io_pct] -clock clk0 $non_clock_inputs
set_output_delay [expr $clk_period * $clk_io_pct] -clock clk0 [all_outputs]
```

## flow/run.sh

```bash
#!/bin/bash
# OpenROAD 26Q1-2900-gdf79404cd8, Yosys 0.63+post, stock flow scripts
make -C /OpenROAD-flow-scripts/flow DESIGN_CONFIG=/design/flow/config.mk WORK_HOME=/design/flow/orfs finish
```

==> results_slide.txt <==
Flow Results at a Glance

STA
  • Setup TNS: 0 ns
  • Final max-slew violation count: 0
  • Period minus WS final: about 12 ns
  • Rel. slew slack: between 40% and 50%
  • Max Freq: 81.9 MHz
  • Setup-failing EPs final: 0
  • Final Hold Fails: 0
  • Unrepaired setup endpoints after global routing: false
  • Tcrit/Tclk final: a little over two thirds
  • Worst Max-Slew Pin Slew: between 0.8 and 0.9 ns
  • Hold slack: 7.83 ns

Worst setup path
  • Startpoint Class: primary input
  • Arrival time at the worst endpoint: 8.73 ns
  • Class of the most critical setup path: primary input to output port
  • Worst setup EP type: output port
  • Worst setup startpoint: PCold[4]
  • CP Cell Sequence: clkdlybuf4s50_1 > ha_1 > inv_1 > nor4_4 > and3_1 > nand2_1 > xnor2_1 > ha_1 > and3_1 > nor2b_4 > a311oi_1 > o211ai_1 > o21ai_2 > o21ai_2 > a221oi_2 > xnor2_1 > a221o_1 > clkdlybuf4s50_1
  • CP max-delay cell: xnor2_1
  • WP data required: 13.92 ns
  • Buf+Inv Stages, Crit Path: 3
  • Max incr delay on CP: 0.63 ns
  • CP delay by family, top: AND-OR/OR-AND gates
  • Max FO, Critical Path: 9

Logic synthesis
  • Synth area leader: ha_1
  • Avg Cell Area, Syn: 6.62 sq um
  • Synth top cell by count: nand2_1
  • Cells after Synth: 825
  • Most common library cells after synthesis: 85 x nand2_1, 70 x a21oi_1, 70 x nor2_1
  • Cell Type Count: a little under 70
  • Yosys Instances: 825
  • Synthesized cell area: approximately 5500 sq um
  • YS warnings: 0
  • Yosys stat chip area: 5460 sq um
  • Top cells, area: ha_1 15%, xnor2_1 9.1%, xor2_1 7.2%, a21oi_1 6.4%, o21ai_0 6.0%
  • Top-area cell share: between 10% and 20%
  • Register share after synthesis: 0%

Die
  • Die span in y: 107 um
  • Initial Util: a little over half
  • Die Wd: roughly 110 um
  • Std cell rows: 37
  • Total die area: around 11000 sq um
  • I/O Pins: about 170
  • Core area: 10500 sq um

Place
  • RD Place Congestion: 1.07
  • HPWL after DPL: 16600 um
  • Port-buffer cells: 173
  • Dpl cell area: about 7200 sq um

Run
  • Number of OpenROAD warnings: 39
  • Maxcap violations: 0

Cells and area
  • Area grow syn2layout: 31.9%
  • Layout cells sized above 1: 2.92%
  • Clock buffer count: 0
  • Logic area: 5170 sq um
  • Final core occ: between 60 and 70%
  • Flip-flops: 0
  • Flop area: 0 sq um
  • Final Cell Area: 7210 sq um
  • Fillers: 861

GRT
  • First-pass GRT wire length: 32500 um
  • Vias in the first global route: ~6400
  • All-Layer GR Usage: 36.4%
  • Global route total overflow: 0
  • Largest net degree at the start of global routing: between 60 and 70
  • Initial antenna violation count: 0

Run status
  • Status: finished, final reports clean

Route
  • Via/cell ratio: roughly 6.3
  • DRC Markers: 0
  • 1st-iter DRT viols: 522
  • Via count: slightly below 7000
  • Routed length per instance: 18.8 um
  • DR pass1 iterations: 5
  • Number of diodes: 0
  • Post-route ant nets: 0
  • Final WL: 20600 um

Power
  • Leak: 0.00296 uW
  • VDD IR max: 0.0192 mV
  • Power per cell area: 33.9 nW/um^2
  • Power Total: 245 uW

Clock network
  • Post-CTS resize count: 0
  • Hold buffer count at CTS: 0
  • Setup bufs post-CTS: 0

Worst hold path
  • Hold Crit Class: primary input to output port
  • HP Start: PCold[0]
[final timing paths]
kind | end | slack (ns) | cells after the start
min | PCplus8[0] | 7.83 | 2
max | PCnew[30] | 5.19 | 18
[placed cells by master (no fill, tap or decap), types with 5 or more instances in the layout]
| cell type | count |
|---|---|
| nand3_1 | 38 |
| o22ai_1 | 8 |
| a21oi_1 | 70 |
| and3_1 | 11 |
| nor2_1 | 70 |
| and4_1 | 6 |
| a21o_1 | 34 |
| nand4_1 | 19 |
| xnor2_1 | 57 |
| mux2i_1 | 12 |
| ha_1 | 66 |
| a221oi_1 | 7 |
| nor3_1 | 14 |
| o211ai_1 | 18 |
| a31oi_1 | 10 |
| xor2_1 | 45 |
| inv_1 | 27 |
| a211oi_1 | 20 |
| nand2_1 | 85 |
| clkdlybuf4s50_1 | 172 |
| o32ai_1 | 5 |
| o21bai_1 | 9 |
| o221ai_1 | 9 |
| a22oi_1 | 7 |
| o21ai_0 | 65 |
[stage by stage]
stage | std cells | setup WS (ns)
after CTS | 1094 | 5.22
after global routing | 1094 | 4.91
after floorplan | 825 | 7.06
after global placement | 1094 | 5.38
final | 1094 | 5.19
after detailed placement | 1094 | 5.27
[metal layers]
metal  vias to the layer above  wire length [um]  GRT usage [%]
met2                       384              9520           59.8
met1                      3140              8590           50.4
met4                         0               576           10.1
li1                       3353                 -              -
met5                         -                 0              0
met3                        45              1910           4.07
[cell families after synthesis]
kind of cell	after synthesis	share of synthesized area (%)
simple gates	263	22.7
xor+xnor	102	16.4
mux	12	2.20
fa+ha+maj	69	16.0
buf+inv	74	5.41
compound gates	305	37.3
[final cells by class]
type                       instances  share of cell area [%]
tap                              136                    2.36
timing repair buffer             177                    24.4
inverter                          30                    1.56
multi-input combinational        751                    71.7
[power by group]
| group | switching (uW) | internal [uW] |
|---|---|---|
| sequential | 0 | 0 |
| combinational | 127 | 117 |
| clock | 0 | 0 |
| total | 127 | 117 |
No activity file was given, so power comes from the tool's default toggle rates.
