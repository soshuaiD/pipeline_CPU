<file path="constraint.sdc">
current_design control_unit

set clk_period 4.5
set clk_io_pct 0.2

create_clock -name clk0 -period $clk_period

set non_clock_inputs [all_inputs -no_clocks]
set_input_delay [expr $clk_period * $clk_io_pct] -clock clk0 $non_clock_inputs
set_output_delay [expr $clk_period * $clk_io_pct] -clock clk0 [all_outputs]
</file>
<file path="design.v">
`timescale 1ns / 1ps
module control_unit(
    input [5:0] opcode,
    input [4:0] rt_code,
    input [4:0] rd_zero,
    input [5:0] func,
    input [1:0] zero,
    input [31:0] rt_zero,
    input [1:0] pause_in,
    output [3-1:0] PCsrc,
    output [2-1:0] WriteDataSrc,
    output [2-1:0] WriteRegSrc,
    output wire DataMemWe,
    output [4-1:0] ALUop,
    output [2-1:0] ALUopnd1src,
    output [2-1:0]ALUopnd2src,
    output wire RegWE,
    output [2-1:0]ExtOp,
    output wire pause_out
    );
    wire instr_add, instr_addu, instr_and, instr_jr, instr_jalr;
    wire instr_movn, instr_movz, instr_nop, instr_nor, instr_or;
    wire instr_sll, instr_sllv, instr_srl, instr_srlv, instr_sra;
    wire instr_srav, instr_slt, instr_sltu, instr_sub, instr_subu;
    wire instr_xor, instr_addi, instr_addiu, instr_andi, instr_aui;
    wire instr_b, instr_beq, instr_bne, instr_bltz, instr_blez;
    wire instr_bgtz, instr_bgez, instr_lui, instr_lw, instr_ori;
    wire instr_slti, instr_sltiu, instr_sw, instr_xori, instr_bc;
    wire instr_j, instr_jal;
    assign instr_add = (opcode==6'b000000 && func==6'b100000)? 1:0;
    assign instr_addu = (opcode==6'b000000 && func==6'b100001)? 1:0;
    assign instr_and = (opcode==6'b000000 && func==6'b100100)? 1:0;
    assign instr_jr = (opcode==6'b000000 && func==6'b001001 && rd_zero == 5'b00000)? 1:0;
    assign instr_jalr = (opcode==6'b000000 && func==6'b001001 && rd_zero != 5'b00000)? 1:0;
    assign instr_movn = (opcode==6'b000000 && func==6'b001011)? 1:0;
    assign instr_movz = (opcode==6'b000000 && func==6'b001010)? 1:0;
    assign instr_sll = (opcode==6'b000000 && func==6'b000000)? 1:0;
    assign instr_nop = (opcode==6'b000000 &&rt_code == 5'b0&&rd_zero == 5'b0 && func==6'b000000)? 1:0;
    assign instr_nor = (opcode==6'b000000 && func==6'b100111)? 1:0;
    assign instr_or = (opcode==6'b000000 && func==6'b100101)? 1:0;
    assign instr_sllv = (opcode==6'b000000 && func==6'b000100)? 1:0;
    assign instr_srl = (opcode==6'b000000 && func==6'b000010)? 1:0;
    assign instr_srlv = (opcode==6'b000000 && func==6'b000110)? 1:0;
    assign instr_sra = (opcode==6'b000000 && func==6'b000011)? 1:0;
    assign instr_srav = (opcode==6'b000000 && func==6'b000111)? 1:0;
    assign instr_slt = (opcode==6'b000000 && func==6'b101010)? 1:0;
    assign instr_sltu = (opcode==6'b000000 && func==6'b101011)? 1:0;
    assign instr_sub = (opcode==6'b000000 && func==6'b100010)? 1:0;
    assign instr_subu = (opcode==6'b000000 && func==6'b100011)? 1:0;
    assign instr_xor = (opcode==6'b000000 && func==6'b100110)? 1:0;
    assign instr_addi = (opcode==6'b001000)? 1:0;
    assign instr_addiu = (opcode==6'b001001)? 1:0;
    assign instr_andi = (opcode==6'b001100)? 1:0;
    assign instr_aui = (opcode==6'b001111)? 1:0;
    assign instr_b = (opcode==6'b000100 && rt_code==5'b0 && rd_zero==5'b0)?1:0;
    assign instr_beq = (opcode==6'b000100)? 1:0;
    assign instr_bne = (opcode==6'b000101)? 1:0;
    assign instr_bltz = (opcode==6'b000001 && rt_code==5'b00000)? 1:0;
    assign instr_blez = (opcode==6'b000110)? 1:0;
    assign instr_bgtz = (opcode==6'b000111)? 1:0;
    assign instr_bgez = (opcode==6'b000001 && rt_code==5'b00001)? 1:0;
    assign instr_lui = (opcode==6'b001111)? 1:0;
    assign instr_lw = (opcode==6'b100011)? 1:0;
    assign instr_ori = (opcode==6'b001101)? 1:0;
    assign instr_slti = (opcode==6'b001010)? 1:0;
    assign instr_sltiu = (opcode==6'b001011)? 1:0;
    assign instr_sw = (opcode==6'b101011)? 1:0;
    assign instr_xori = (opcode==6'b001110)? 1:0;
    assign instr_bc = (opcode==6'b110010)? 1:0;
    assign instr_j = (opcode==6'b000010)? 1:0;
    assign instr_jal = (opcode==6'b000011)? 1:0;
    assign WriteDataSrc =   (instr_jr || instr_b || instr_beq || 
                            instr_bne || instr_bltz || instr_blez || 
                            instr_bgtz || instr_bgez || instr_sw || 
                            instr_bc || instr_j)? 2'b00:
                            (instr_jalr || instr_jal)? 2'b11:
                            (instr_lw)? 2'b10: 2'b01;
    assign DataMemWe = instr_sw;
    wire zhc = instr_sw;             
    assign ALUop = (instr_add || instr_addu || instr_addi ||
                      instr_addiu || instr_aui || instr_lui ||
                      instr_lw || instr_sw)? 4'b0001:
                      (instr_and || instr_andi)? 4'b0010:
                       ((instr_movn && rt_zero!=0)|| (instr_movz && rt_zero==0))? 4'b0011:
                      (instr_nor)? 4'b0100:
                      (instr_or || instr_ori)? 4'b0101:
                      (instr_sll || instr_sllv)? 4'b0110:
                      (instr_srl || instr_srlv)? 4'b0111:
                      (instr_sra || instr_srav)? 4'b1000:
                      (instr_slt || instr_slti)? 4'b1001:
                      (instr_sltu || instr_sltiu)? 4'b1010:
                      (instr_sub || instr_subu)? 4'b1011:
                      (instr_xor || instr_xori)? 4'b1100:
                      (instr_beq || instr_bne)? 4'b1110:
                      (instr_bltz || instr_blez ||
                       instr_bgtz || instr_bgez)? 4'b1101:4'b0000;
    assign ALUopnd1src = (instr_sll || instr_srl || instr_sra)? 2'b10:
                         (instr_jr || instr_jalr || instr_blez ||
                          instr_beq || instr_bne || instr_bltz ||
                          instr_blez || instr_bgtz || instr_bgez ||
                          instr_bc || instr_j || instr_jal)? 2'b00:2'b01;
    assign ALUopnd2src = (instr_addi || instr_addiu || instr_andi ||
                          instr_aui || instr_lui || instr_lw ||
                          instr_ori || instr_slti || instr_sltiu ||
                          instr_sw || instr_xori)? 2'b10:
                         (instr_jr || instr_jalr || instr_beq ||
                          instr_bne || instr_bltz || instr_blez ||
                          instr_bgtz || instr_bgez || instr_bc ||
                          instr_j || instr_jal)? 2'b00:2'b01;
    assign RegWE = (instr_jr || instr_beq || instr_bne || instr_bltz ||
                    instr_blez || instr_bgtz || instr_bgez || instr_sw ||
                    instr_bc || instr_j)? 0:1;
    assign WriteRegSrc = (instr_jal)? 2'b11:
                         (instr_jr || instr_beq || instr_bne ||
                          instr_bltz || instr_blez || instr_bgtz ||
                          instr_bgez || instr_sw || instr_bc || instr_j)? 2'b00:
                         (instr_addi || instr_addiu || instr_andi ||
                          instr_aui || instr_lui || instr_lw ||
                          instr_ori || instr_slti || instr_sltiu ||
                          instr_xori)? 2'b10:2'b01;
    assign ExtOp = (instr_addi || instr_addiu || instr_lw ||
                    instr_slti || instr_sltiu || instr_sw)? 2'b10:
                   (instr_andi || instr_ori || instr_xori)? 2'b01:
                   (instr_aui || instr_lui)? 2'b11:2'b00;   
    assign PCsrc = (instr_jr || instr_jalr)? 3'b101:
                   (instr_j || instr_jal)? 3'b010:
                   (instr_bc)? 3'b100:
                   ((instr_beq && zero==2'b01)||
                    (instr_bne && zero!=2'b01)||
                    (instr_bltz && zero==2'b10)||
                    (instr_blez && zero!=2'b11)||
                    (instr_bgtz && zero==2'b11)||
                    (instr_bgez && zero!=2'b10))? 3'b011:3'b001;
    assign pause_out = ((instr_add||instr_addu||instr_and||instr_movn||
                         instr_movz||instr_nor||instr_or||instr_sllv||
                         instr_srlv||instr_srav||instr_slt||instr_sltu||
                         instr_sub||instr_subu||instr_xor||instr_beq||
                         instr_bne||instr_sw)&&(pause_in!=2'b00))? 1:
                       ((instr_addi||instr_addiu||instr_andi||instr_aui||
                         instr_bltz||instr_blez||instr_bgtz||instr_bgez||
                         instr_lui||instr_lw||instr_ori||instr_slti||
                         instr_sltiu||instr_xori)
                         &&(pause_in==2'b01))? 1:
                       ((instr_sll||instr_srl||instr_sra)
                         &&(pause_in==2'b10))? 1:0;
endmodule
</file>
<file path="config.mk">
export PLATFORM = sky130hd
export DESIGN_NAME = control_unit
export DESIGN_NICKNAME = control_unit
export VERILOG_FILES = /design/flow/design.v
export SDC_FILE = /design/flow/constraint.sdc
export NUM_CORES = 4
export LEC_CHECK = 1
export CORE_AREA = 10 10 96 96
export DIE_AREA = 0 0 106 106
</file>
<file path="run.sh">
#!/bin/bash
# OpenROAD 26Q1-2900-gdf79404cd8, Yosys 0.63+post, stock flow scripts
make -C /OpenROAD-flow-scripts/flow DESIGN_CONFIG=/design/flow/config.mk WORK_HOME=/design/flow/orfs finish
</file>
==> results.txt <==
Quick summary of the implementation run below.

The flow ran to the end, and the final reports show no timing, DRC or antenna violations. The total cell area reported by yosys after synthesis came out at 791 sq um. The data required time of the critical path is 3.60 ns. OpenSTA lists the critical path startpoint as opcode[3]. Based on the critical path, the design can be clocked at up to 0.231 GHz. The worst setup timing slack at the placement stage came out at 0.116 ns. The number of warnings reported in the stage logs is 32.

On the critical path, the stage with the largest delay is an instance of sky130_fd_sc_hd__or4_4. The initial antenna violation count came out at 0. After the flow finishes, the layout carries non-filler instances totaling 308.

Per the final report, max-transition violations number 0. The share of the yosys chip area belonging to registers is 0%. The total count of hold-check failures in the final report is 0. The via count is 1,263.

The leading area contributor after synthesis is sky130_fd_sc_hd__o21ai_0. The post-detailed-route count of antenna-violating nets came out at 0. The layout cell share with drive strength beyond 1 came out at 6.70%. Post-CTS repair ended up resizing 0 cells. The number of failing setup endpoints in the final timing report came out at 0. The iteration count of the initial detailed-routing pass came out at 4. The half-perimeter wire length after detailed placement is 3650 microns. Yosys reports that the most numerous cell types are sky130_fd_sc_hd__o21ai_0 (12), sky130_fd_sc_hd__nand2_1 (11), sky130_fd_sc_hd__nor2_1 (11). By area the synthesized netlist is led by sky130_fd_sc_hd__o21ai_0 (7.6%), sky130_fd_sc_hd__nor4_1 (6.3%), sky130_fd_sc_hd__nand2b_1 (5.5%), sky130_fd_sc_hd__nand2_1 (5.2%), sky130_fd_sc_hd__nor2_1 (5.2%).

The final cell utilization of the core is 23.6%. The largest net degree at the start of global routing came out at 19. The total antenna diodes in the routed design came out at 0. In the final routed layout, each cell accounts on average for 13.3 microns.

The number of max-cap violations came out at 0. The number of distinct library cells after synthesis is 41. The area taken by sequential standard cells is reported as 0 sq um. The min-delay analysis places its worst path in the category input port to primary output.

The site row count came out at 31. The fill cell instance count of the final layout is 809. The portion of synthesized cell area occupied by the leading cell type is 7.59%.

In the setup report, the worst path falls into the class input port to primary output. The die height came out at 106 microns. The post-layout minimum cycle time is 4.34 ns. The pin slew with the least headroom to its limit came out at 0.413 ns. Including well taps, the total number of placed cells is 308. Per the detailed-route log, wirelength across all metal layers totals 4080 microns. The number of synthesis warnings is 0. The worst setup path is launched from an input port. Per the log, the first TritonRoute iteration ended with a DRC count of 131.

The die footprint is 0.0112 sq mm. The via count of the first global-routing pass is 1,282. STA lists the maximum fanout along the critical path as 4. The sum of negative setup slack came out at 0 ns. Global routing used 7.08% of the available tracks across all layers. The data arrival time of the critical path came out at 3.44 ns. The last weighted congestion value of the routability-driven placer came out at 0.815. The area of the core came out at 0.00721 sq mm. The chip width is 106 microns. Walking the worst path, the cells encountered are clkdlybuf4s50_1 -> or4_4 -> or2_1 -> or4_4 -> o211ai_2 -> a41oi_1 -> clkdlybuf4s50_1. STA classifies the critical path endpoint as a primary output. On the critical path the largest part of the delay comes from simple AND/OR/NAND/NOR gates.

The power report puts the leakage power at 0.000585 uW. For this design, the CTS-stage hold fixing added 0 buffers. The worst stage delay on the critical path came out at 0.56 ns. Once the floorplan was initialized, standard cells occupied 11.0% of the core. The total area of multi-input combinational cells is 726 sq um. The tightest slew margin relative to the limit came out at 72.4%. The detailed-route vias per instance is 4.10. The synthesized netlist occupies a cell area of 791 sq um. For this design the ratio of total power to cell area is 69.8 mW/mm^2.

The layout clock buffer count is 0. The total grt overflow is 0. Post-CTS timing repair inserted 0 buffers for setup. The ratio of final minimum period to clock period came out at 96.4%. The final worst-path setup slack is 0.164 ns.

The startpoint of the worst hold path is rd_zero[1]. The wire length of the first global-routing pass is 6690 microns. Setup repair after global routing left no endpoint under its margin. The yosys cell count is 134. The count of sequential standard cells is 0. The number of port buffers came out at 78.

The post-synthesis area per instance came out at 5.90 sq um. Sorting the synthesis cell report by count puts at the top sky130_fd_sc_hd__o21ai_0. The synthesis-to-layout area growth is 115%. The instance tally after logic synthesis is 134.

78 I/O pins were placed. The worst-case vdd ir drop is 0.0292 mV. The remaining routing DRC violations came out at 0. Along the critical path, the tally of buffer and inverter instances is 2.
-- layout make-up --
type | instances | share of cell area (%)
inverter | 5 | 1.10
multi-input combinational | 119 | 42.6
timing repair buffer | 85 | 49.0
tap | 99 | 7.28
-- cell usage in the layout (no fill, tap or decap), types with 2 or more instances in the layout --
| cell | synthesis | routed |
|---|---|---|
| sky130_fd_sc_hd__a21boi_0 | 2 | 2 |
| sky130_fd_sc_hd__buf_4 | 0 | 7 |
| sky130_fd_sc_hd__o31a_1 | 2 | 2 |
| sky130_fd_sc_hd__nand4_1 | 5 | 5 |
| sky130_fd_sc_hd__or4_4 | 2 | 2 |
| sky130_fd_sc_hd__a22oi_1 | 2 | 2 |
| sky130_fd_sc_hd__nand2_1 | 11 | 11 |
| sky130_fd_sc_hd__nand3_1 | 7 | 7 |
| sky130_fd_sc_hd__or4_1 | 2 | 2 |
| sky130_fd_sc_hd__nor2_1 | 11 | 11 |
| sky130_fd_sc_hd__nor3_1 | 2 | 2 |
| sky130_fd_sc_hd__or2_2 | 3 | 3 |
| sky130_fd_sc_hd__o21ai_0 | 12 | 12 |
| sky130_fd_sc_hd__or3_1 | 3 | 3 |
| sky130_fd_sc_hd__nor2b_1 | 6 | 6 |
| sky130_fd_sc_hd__o211ai_1 | 3 | 3 |
| sky130_fd_sc_hd__nor3b_1 | 2 | 2 |
| sky130_fd_sc_hd__nor4_1 | 8 | 8 |
| sky130_fd_sc_hd__and3_1 | 4 | 4 |
| sky130_fd_sc_hd__a21oi_1 | 6 | 6 |
| sky130_fd_sc_hd__nand2b_1 | 7 | 7 |
| sky130_fd_sc_hd__clkdlybuf4s50_1 | 0 | 78 |
| sky130_fd_sc_hd__o22ai_1 | 3 | 3 |
| sky130_fd_sc_hd__inv_1 | 5 | 5 |
-- layer usage --
metal  routed length [microns]  up-vias  track usage (%)
met4                         0        0                0
met3                       243        0             1.59
li1                          -      660                -
met5                         0        -                0
met2                      1940       39             12.2
met1                      1900      564             9.36
-- kinds of logic after synthesis --
group	synth area share, %
mux	1.27
simple gates	55.2
buf+inv	8.23
xor+xnor	1.11
compound gates	34.2
-- report_power, final --
group / leakage [uW] / total (uW) / internal, uW / switching (uW)
Clock: 0 / 0 / 0 / 0
Sequential: 0 / 0 / 0 / 0
Combinational: 0.000585 / 119 / 77.2 / 41.6
-- metrics by stage --
stage	area [sq um]	hold slack, ns	power, uW
6_report	1700	2.89	119
3_5_place_dp	1700	2.89	120
2_1_floorplan	791	1.90	39.4
3_3_place_gp	1700	2.89	119
4_1_cts	1700	2.90	120
5_1_grt	1700	2.94	131
-- path summary, 6_finish.rpt --
path | to | depth (start not counted) | slack, ns
hold / removal | WriteDataSrc[1] | 4 | 2.89
setup / recovery | WriteDataSrc[0] | 7 | 0.16
Power and IR drop assume default switching activity.
