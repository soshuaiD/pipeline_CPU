--- /design/flow/run.sh ---
#!/bin/bash
# OpenROAD 26Q1-2900-gdf79404cd8, Yosys 0.63+post, stock flow scripts
make -C /OpenROAD-flow-scripts/flow DESIGN_CONFIG=/design/flow/config.mk WORK_HOME=/design/flow/orfs finish
--- /design/flow/config.mk ---
export PLATFORM = sky130hd
export DESIGN_NAME = ID_EXE
export DESIGN_NICKNAME = ID_EXE
export VERILOG_FILES = /design/flow/design.v
export SDC_FILE = /design/flow/constraint.sdc
export NUM_CORES = 4
export LEC_CHECK = 1
export CORE_AREA = 10 10 171 171
export DIE_AREA = 0 0 181 181
--- /design/flow/constraint.sdc ---
current_design ID_EXE

set clk_period 1.0
set clk_io_pct 0.2

create_clock -name clk0 -period $clk_period [get_ports {clk}]

set non_clock_inputs [all_inputs -no_clocks]
set_input_delay [expr $clk_period * $clk_io_pct] -clock clk0 $non_clock_inputs
set_output_delay [expr $clk_period * $clk_io_pct] -clock clk0 [all_outputs]
--- /design/flow/design.v ---
`timescale 1ns / 1ps
module ID_EXE(
    input clk,
    input rst,
    input [2-1:0] WriteDataSrc_in,
    input [4-1:0] alu_op_in,
    input [2-1:0] ALUopnd1src_in,
    input [2-1:0] ALUopnd2src_in,
    input DataMemWE_in,
    input pause,
    input [31:0] reg1data_in,
    input [31:0] reg2data_in,
    input [4:0] reg_write_addr_in,
    input [4:0] sa_in,
    input [31:0] extended_data_in,
    input RegWE,
    input [31:0] PCplus8,
    output [1:0] WriteDataSrc_out,
    output DataMemWE_out,
    output [3:0] alu_op_out,
    output [1:0] ALUopnd1src_out,
    output [1:0] ALUopnd2src_out,
    output [31:0] reg1data_out,
    output [31:0] reg2data_out,
    output [4:0] reg_write_addr_out,
    output [4:0] sa_out,
    output [31:0] extended_data_out,
    output wire RegWE_out,
    output [31:0] PCplus8_out
    );
    reg [1:0] WriteDataSrc;
    reg [3:0] alu_op;
    reg [1:0] ALUopnd1src;
    reg [1:0] ALUopnd2src;
    reg DataMemWE;
    reg [31:0] reg1data;
    reg [31:0] reg2data;
    reg [4:0] reg_write_addr;
    reg [4:0] sa;
    reg [31:0] extended_data;
    reg RegWE_temp;
    reg [31:0] PCplus8_temp;
    always @(posedge clk)
    begin
        if (!rst||pause) 
        begin
            WriteDataSrc <= 2'b00;
            alu_op <= 4'b0000;
            ALUopnd1src <= 2'b00;
            ALUopnd2src <= 2'b00;
            DataMemWE <= 0;
            reg1data <= 32'b0;
            reg2data <= 32'b0;
            reg_write_addr <= 5'b0;
            sa <= 5'b0;
            extended_data <= 5'b0;
            RegWE_temp <= 1'b0;
            PCplus8_temp <= 32'b0;
        end
        else
        begin
            WriteDataSrc <= WriteDataSrc_in;
            alu_op <= alu_op_in;
            ALUopnd1src <= ALUopnd1src_in;
            ALUopnd2src <= ALUopnd2src_in;
            DataMemWE <= DataMemWE_in;
            reg1data <= reg1data_in;
            reg2data <= reg2data_in;
            reg_write_addr <= reg_write_addr_in;
            sa <= sa_in;
            extended_data <= extended_data_in;
            RegWE_temp <= RegWE;
            PCplus8_temp <= PCplus8;
        end
    end
    assign WriteDataSrc_out = WriteDataSrc;
    assign alu_op_out = alu_op;
    assign ALUopnd1src_out = ALUopnd1src;
    assign ALUopnd2src_out = ALUopnd2src;
    assign DataMemWE_out = DataMemWE;
    assign reg1data_out = reg1data;
    assign reg2data_out = reg2data;
    assign reg_write_addr_out = reg_write_addr;
    assign sa_out = sa;
    assign extended_data_out = extended_data;
    assign RegWE_out = RegWE_temp;
    assign PCplus8_out = PCplus8_temp ;
    wire [31:0] zgz = PCplus8;
endmodule
==> impl_metrics.tcl <==
# place-and-route summary
set metrics [dict create \
    critical_path_peak_fanout 1 \
    detailedPlacementHpwl_um 12600 \
    cap_viol_max_count 0 \
    min_to "PCplus8_temp[4]" \
    setup_ws_ns -0.0537 \
    grt_first_pass_wirelength_um 25000 \
    first_global_vias 3791 \
    fp-row-count 58 \
    layout_stage_area_growth_over_the_synthesis_result_pct 71.3 \
    gr-usage-all-layers_pct 9.83 \
    min_period_over_period_pct 105 \
    required_ns 0.80 \
    crit_chain "buf_2" \
    maximum_vdd_drop_uv 896 \
    die_width_um 181 \
    final_hold_violating_endpoints 0 \
    timing.critical_path.buf_inv 1 \
    total_leakage_power_nw 4.02 \
    detail_route_antenna_nets 0 \
    category_of_the_most_critical_setup_path "reg2out" \
    finish.cell_count_without_fillers 975 \
    timing.critical_path.arrival_ns 0.85 \
    detail_route.wirelength_um 16700 \
    final.min_clock_period_ns 1.05 \
    cts_tree "yes" \
    top_cell_area_share_pct 65.8 \
    drive_above_1_share_pct 37.3 \
    placement.io_buffers 302 \
    holdCritPathClass "in2reg" \
    failed_checks "setup timing" \
    vias_after_detailed_routing 3518 \
    ys.warnings.count 1 \
    ff_latch_area_sq_mm 0.00304 \
    synth_area_per_cell_sq_um 13.8 \
    route.detailed.wl_per_inst_um 17.1 \
    end_kind "output pin" \
    die_h_um 181 \
    cp_slowest_cell "sky130_fd_sc_hd__dfxtp_2" \
    ctsHtreeMaxLevel 4 \
    clock_tree_sinks 150 \
    fin_total_pwr_mw 13.8 \
    largest_area_contributor_in_the_synthesized_netlist "sky130_fd_sc_hd__dfxtp_1" \
    synth_seq_share_pct 65.8 \
    cts_bufs_inserted 17 \
    min_from "pause" \
    top_cells_by_area "sky130_fd_sc_hd__dfxtp_1 (66%), sky130_fd_sc_hd__and3b_1 (26%), sky130_fd_sc_hd__and3b_2 (3.7%)" \
    grt_setup_unrepaired "true" \
    hold-path-cell-count 2 \
    floorplan.die_area_sq_mm 0.0328 \
    number_of_cells_on_the_critical_path 1 \
    core_area_sq_mm 0.0253 \
    worst_setup_path_start_kind "register" \
    worstMarginPinSlew_ns 0.186 \
    synth.lib_cells_used.distinct 6 \
    grt_start_max_net_pins 50 \
    summed_standard_cell_area_reported_by_yosys_sq_mm 0.00457 \
    worst_path_dominant_cell_family "flip-flops" \
    power_density_relative_to_cell_area_mw_per_mm2 1760 \
    gr-total-overflow 0 \
    maxSlewViolCount 0 \
    logic_area_sq_mm 0.00134 \
    netlist_area_sq_mm 0.00457 \
    cpPeakStageDelay_ns 0.35 \
    fp-utilization_pct 18.0 \
    cts_setup_buffers 0 \
    drc 0 \
    log.warning_count 27 \
    clockBufferDepth 2 \
    antenna_violations_before_repair 0 \
    fmax_mhz 949 \
    setup-violations-final 142 \
    drt-initial-drc-count 112 \
    status "finished, violations left" \
    cts.reportedPaths.clkPinSlew_ns 0.07 \
    slew_headroom_pct 87.6 \
    synth-cells-yosys 332 \
    cts_root_buf "sky130_fd_sc_hd__clkbuf_16" \
    fillers 2600 \
    io_pins 303 \
    postSynthRegisterBits 150 \
    first_pass_iters 4 \
    viasPerCell 3.61 \
    routabilityCongestion 0.771 \
    syn-instance-count 332 \
    place.detailed.instances 943 \
]
## report_power, final
part           leakage [nW]  switching, mW  internal, mW
Clock                 0.266           2.70          3.52
Sequential             1.24         0.0556          6.22
Combinational          2.51          0.354         0.908
Total                  4.02           3.11          10.6
## worst max-delay path by stage
stage | startpoint | slack, ns | to
after CTS | reg1data[4] | -0.10 | reg1data_out[4]
after global routing | reg1data[4] | -0.12 | reg1data_out[4]
final | reg1data[4] | -0.05 | reg1data_out[4]
## final cells by class
class	count	share of cell area, %
diodes	1	0.0320
multi-input cells	150	17.1
well taps	330	5.28
clock buffers	19	5.66
repair buffers	313	31.5
flip-flops and latches	150	38.9
clock inverters	12	1.57
## flip-flops by register name (all words and copies together), names as in the netlist
signal and cells:
alu_op 4, DataMemWE 1, WriteDataSrc 2, reg2data 32, reg1data 32, extended_data 32
ALUopnd1src 2, RegWE_temp 1, sa 5, ALUopnd2src 2, reg_write_addr 5, PCplus8_temp 32
## per-stage QoR
stage	hold slack (ns)	TNS [ns]	area, sq um	util, %	setup slack [ns]
after global placement	0.618	-0.436	7930	31.3	-0.106
after detailed placement	0.617	-0.352	7930	31.3	-0.0879
after CTS	0.170	-7.24	7810	30.8	-0.104
final	0.191	-2.42	7830	30.9	-0.0537
after global routing	0.171	-9.49	7820	30.9	-0.116
after floorplan	0.364	0	4570	-	0.247
## layer usage
layer  track usage [%]  vias to the layer above  share of wire (%)
met3              6.12                        8                 15
met2              14.5                      216                 42
met5                 0                        -                  0
li1                  -                     1738                  -
met4             0.976                        0                1.0
met1              12.5                     1556                 42
## synthesized netlist by cell type
cell type,count
sky130_fd_sc_hd__buf_6,12
sky130_fd_sc_hd__and3b_2,17
sky130_fd_sc_hd__dfxtp_1,150
sky130_fd_sc_hd__and3b_1,133
sky130_fd_sc_hd__buf_2,15
sky130_fd_sc_hd__clkbuf_1,5
## logic make-up (layout without fill, tap and decap cells)
group / Yosys count / after routing / share of synthesized area, %
flip-flops: 150 / 150 / 65.8
buffers and inverters: 32 / 344 / 5.01
other: 0 / 1 / 0
AND/OR/NAND/NOR: 150 / 150 / 29.2
## cell usage in the layout, fill, tap and decap left out, types with 7 or more instances in the layout
cell                              netlist  final
sky130_fd_sc_hd__buf_6                 12      7
sky130_fd_sc_hd__clkbuf_16              0     17
sky130_fd_sc_hd__clkdlybuf4s50_1        0    150
sky130_fd_sc_hd__and3b_1              133    133
sky130_fd_sc_hd__dfxtp_2                0     30
sky130_fd_sc_hd__dfxtp_1              150    120
sky130_fd_sc_hd__buf_2                 15    143
sky130_fd_sc_hd__buf_4                  0      7
sky130_fd_sc_hd__and3b_2               17     17
## repair_timing
action                     CTS  global route
pin swaps                    0             0
setup endpoints to repair  150           150
hold endpoints to repair     0             0
gates resized              509             9
cloned                       0             0
hold buffers                 0             0
Power is estimated from default activity; no workload was simulated.
